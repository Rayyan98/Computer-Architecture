[flow/config.mk]
export PLATFORM = sky130hd
export DESIGN_NAME = Instruction_Fetch
export DESIGN_NICKNAME = Instruction_Fetch
export VERILOG_FILES = /design/flow/design.v
export SDC_FILE = /design/flow/constraint.sdc
export NUM_CORES = 4
export LEC_CHECK = 1
export CORE_AREA = 10 10 70 70
export DIE_AREA = 0 0 80 80
[flow/constraint.sdc]
current_design Instruction_Fetch

set clk_period 1.7
set clk_io_pct 0.2

create_clock -name clk0 -period $clk_period [get_ports {clk}]

set non_clock_inputs [all_inputs -no_clocks]
set_input_delay [expr $clk_period * $clk_io_pct] -clock clk0 $non_clock_inputs
set_output_delay [expr $clk_period * $clk_io_pct] -clock clk0 [all_outputs]
[flow/design.v]
module Instruction_Memory
(
  input [63:0]Instr_Addr,
  output reg [31:0]Instruction
);
reg [7:0]regs[15:0];
initial
begin
regs[14] = 8'b10010101;
regs[13] = 8'b00111000;
regs[12] = 8'b00100011;
regs[11] = 8'b00000000;
regs[10] = 8'b00010100;
regs[9] = 8'b10000100;
regs[8] = 8'b10010011;
regs[7] = 8'b00000000;
regs[6] = 8'b10011010;
regs[5] = 8'b10000100;
regs[4] = 8'b10110011;
regs[3] = 8'b00001111;
regs[2] = 8'b00000101;
regs[1] = 8'b00110100;
regs[0] = 8'b10000011;
regs[15] = 8'b00001110;
end
always @ (Instr_Addr)
begin
  Instruction = {regs[Instr_Addr + 2'b11], regs[Instr_Addr + 2'b10], regs[Instr_Addr + 1'b1], regs[Instr_Addr]};
end
endmodule
module Adder
(
  input [63:0]a,b,
  output reg [63:0]out
);
always@(a,b)
begin
  out = a + b;
end
endmodule
module Instruction_Fetch
(
  input clk, reset,
  output [31:0]Instruction
);
wire [63:0]PC_Out;
reg  [63:0]four;
wire [63:0]out;
initial
four <= 64'd4;
Program_Counter pc1
(
  .clk(clk),
  .reset(reset),
  .PC_In(out),
  .PC_Out(PC_Out)
);
Adder a1
(
  .a(PC_Out),
  .b(four),
  .out(out)
);
Instruction_Memory m1
(
  .Instr_Addr(PC_Out),
  .Instruction(Instruction)
);
endmodule
module Program_Counter
(
  input clk, reset,
  input [63:0]PC_In,
  output reg [63:0]PC_Out
);
always@(posedge clk, posedge reset)
begin
  if(reset)
    begin
      PC_Out <= 64'b0;
    end
  else
    begin
      PC_Out <= PC_In;
    end
end
initial
begin
  PC_Out = 64'b0;
end
endmodule
[flow/run.sh]
#!/bin/bash
# OpenROAD 26Q1-2900-gdf79404cd8, Yosys 0.63+post, stock flow scripts
make -C /OpenROAD-flow-scripts/flow DESIGN_CONFIG=/design/flow/config.mk WORK_HOME=/design/flow/orfs finish
==> summary.txt <==
Quick summary of the implementation run below.

The run finished with clean final reports. Looking at the VDD voltage map, the peak drop is 69.5 µV. The maximum fanout count along the critical path came out at 3.

The buffering stage count on the worst path with inverters included is 4. The met3 demand-to-capacity share in global routing is 2.73%. Global routing used 2.39% of the available met1 tracks. The average detailed-routed wire length per instance came out at 8.02 µm.

The worst setup path is captured at an output port. The share of flip-flops with an asynchronous set or reset after synthesis came out at 100%. Setup repair after global routing left no endpoint under its margin.

Buffers placed on the I/O ports in this run total 19. The post-synthesis instance area came out at 347 µm². The total negative slack for setup checks came out at 0 ns. The main area contributors are sky130_fd_sc_hd__buf_4 (54%), sky130_fd_sc_hd__ha_1 (22%), sky130_fd_sc_hd__dfrtp_1 (14%). The tool warning count for the run is 31.

The post-synthesis chip area from yosys came out at 347 µm². The global-route wire length before repair is 1160 µm. The later pin in the worst-skew pair is clocked with a latency of 0.22 ns. The die is 80 µm wide.

The required time at the endpoint of the critical path is 1.36 ns. The most frequently used library cell after synthesis is sky130_fd_sc_hd__buf_4. The type of origin of the critical path is a register.

The share of the clock period used by the worst path is 95.5%. By count the netlist is led by sky130_fd_sc_hd__buf_4 (25), sky130_fd_sc_hd__inv_1 (7), sky130_fd_sc_hd__ha_1 (6). The number of nets with antenna violations after routing is 0. The fill cell total of the finished layout is 398. The count of warnings emitted by yosys came out at 4. The antenna diode instance count came out at 0. The met2 track demand over resource in global routing came out at 2.81%.

The portion of the post-synthesis area used by sequential elements came out at 14.4%. In this design, the stage delay of the slowest critical-path cell is 0.35 ns. The layout cell share with drive strength beyond 1 is 27.1%.

After detailed routing, the total wire length is 842 µm. The cell with the largest stage delay on the worst path is sky130_fd_sc_hd__dfrtp_1. The fraction of the core area occupied by cells at floorplan is 10.1%. The max-capacitance violation count came out at 0. After floorplanning, the die was sized to cover 6400 µm². The largest area contributor in the netlist is sky130_fd_sc_hd__buf_4.

The routed layout has 245 vias. The net switching power in the latest report is 0.0000297 W. Across the whole layout, storage elements account for 50.0 µm². The share of power burned in combinational logic came out at 3.1%. The total number of clock tree sinks is 2. Entering global routing, the biggest net connects 7 pins. In the routed design, unresolved DRC markers number 0.

The post-synth tally of flip-flops with integrated enable is 0. The clock-pin slew reported for the worst setup and hold paths after clock tree synthesis came out at 0.03 ns. The via count of the first global-routing pass is 271. The number of failing hold endpoints at the final stage is 0. The overall routing resource usage is 2.29%. The registers reported with the highest flop counts are pc1.PC_Out: 2 flops. TritonCTS built the clock tree. The number of cell instances after yosys synthesis came out at 42. The longest clock path from root to sink contains 2 buffers. After layout, the setup clock skew is reported as 0.00335 ns. The clock root buffer master is sky130_fd_sc_hd__clkbuf_4. The area fraction of the dominant cell type after synthesis came out at 54.2%.

The part of the power in the clock network came out at 66.5%. For this design, the CTS-stage hold fixing added 0 buffers. The type of the tightest min-delay check is input pin to asynchronous set/reset pin. For reference, the critical path cell chain is inv_2 > buf_6 > buf_4 > ha_1 > dlygate4sd2_1. The worst reg2reg path depth came out at 2.

The flow measured a signed area growth from synthesis to layout of 62.8%. Averaged over all synthesized cells, the footprint is 8.25 µm². The initial antenna violation count is 0. The maximum clock frequency came out at 0.616 GHz. The last timing report of the flow puts the setup violation total at 0. On the critical path the largest part of the delay comes from buffers and inverters. Dividing the detail-routed via count by the number of cells gives 2.33.

The number of detailed-routing iterations run before antenna repair came out at 1. The cell internal power dissipation is 0.000128 W. In the setup report, the worst path falls into the class register to output port. The end of the worst register-to-register path is pc1.PC_Out[3]. The vertical die dimension reported for this design is 80 µm.

The iteration-0 DRC count of the detailed router is 0. Per the synth stats, the flop cell with the highest instance count is sky130_fd_sc_hd__dfrtp_1. The final cell count without fillers came out at 105. In this run the standard cell core region covers 3420 µm². Dividing total power by cell area gives a power density of 279 nW/µm². Note, the detailed placer reported a final HPWL of 707 µm. The shortest period the worst path allows is 1.62 ns. For reference, the placement row count at floorplan is 21. Per the timing report, the most critical flop-to-flop path originates at pc1.PC_Out[3].

The number of slew-limit violations in the final report is 0. The H-tree depth reported by CTS is 1. Summed over all cells, the static leakage comes to 0.326 nW. Of the total power, registers draw 30.4%.

The flip-flop and latch count after synthesis is 2. In this run, placement finished with an instance count of 99. On the critical path the data arrives at 1.28 ns. The largest register by flop count is pc1.PC_Out.

The number of CTS-inserted buffers came out at 3. The worst-case register-to-register setup slack came out at 0.89 ns. The share of total power consumed by net switching is 18.8%.

The overflow left after global routing is 0. The register with the most flip-flops in the layout has 2 of them. The placement summary gives the final routability congestion estimate as 0.626. The gate count after technology mapping came out at 42.

The number of distinct library cells after synthesis came out at 5. The layout report lists the multi-input gate area as 153 µm². Per the GRT log, the top usage layer is met2. The floorplan report gives the top-level pin count as 34.
## final cells by class
cell class / instances / share of cell area, %
timing repair buffer: 27 / 44.8
multi-input combinational: 20 / 27.1
tap: 46 / 10.2
sequential: 2 / 8.87
inverter: 7 / 5.10
clock buffer: 3 / 3.99
## metrics by stage
stage	worst slack, ns	power (W)	hold WS [ns]	util (%)	cell area, µm²
2_1_floorplan	0.302	0.0000722	0.0812	-	392
3_3_place_gp	0.0274	0.0000554	0.511	14.3	489
3_5_place_dp	0.00946	0.0000545	0.501	14.3	489
4_1_cts	-0.0567	0.000165	0.268	15.7	537
5_1_grt	0.00504	0.000171	0.280	16.5	564
6_report	0.0757	0.000158	0.272	16.5	564
## cell usage in the layout, fill, tap and decap left out
cell type,Yosys,final
sky130_fd_sc_hd__dlymetal6s2s_1,0,3
sky130_fd_sc_hd__inv_4,0,1
sky130_fd_sc_hd__inv_1,7,4
sky130_fd_sc_hd__buf_6,0,3
sky130_fd_sc_hd__dlygate4sd2_1,0,13
sky130_fd_sc_hd__inv_2,0,2
sky130_fd_sc_hd__buf_4,25,5
sky130_fd_sc_hd__ha_4,0,2
sky130_fd_sc_hd__ha_1,6,4
sky130_fd_sc_hd__clkbuf_4,0,3
sky130_fd_sc_hd__dfrtp_1,2,2
sky130_fd_sc_hd__conb_1,2,14
sky130_fd_sc_hd__clkdlybuf4s50_1,0,3
## how the worst max path moves through the flow
stage	startpoint	endpoint	cells past startpoint
4_1_cts	pc1.PC_Out[3]	Instruction[19]	4
5_1_grt	pc1.PC_Out[3]	Instruction[24]	5
6_report	pc1.PC_Out[3]	Instruction[24]	5
## metal layers
| layer | part of all wire (%) | vias up | routed length [µm] |
|---|---|---|---|
| li1 | - | 116 | - |
| met3 | 25 | 4 | 212 |
| met2 | 36 | 26 | 307 |
| met4 | 0.95 | 0 | 8 |
| met5 | 0 | - | 0 |
| met1 | 37 | 99 | 313 |
## what timing repair did
| action | in CTS | in global routing |
|---|---|---|
| gates resized | 21 | 5 |
| setup buffers | 2 | 1 |
| pin swaps | 1 | 0 |
| endpoints found under the setup margin | 14 | 3 |
| hold endpoints to repair | 0 | 0 |
## power groups by stage
stage / combinational, W / sequential [W] / clock, W
4_1_cts: 0.00000620 / 0.0000480 / 0.000111
5_1_grt: 0.00000696 / 0.0000479 / 0.000117
6_report: 0.00000488 / 0.0000480 / 0.000105
## cells by family (layout without fill, tap and decap cells)
| kind of cell | after synthesis | after routing | share of synthesized area [%] |
|---|---|---|---|
| other cells | 2 | 14 | 2.17 |
| buf+inv | 32 | 37 | 61.7 |
| fa+ha+maj | 6 | 6 | 21.7 |
| flops | 2 | 2 | 14.4 |
Power figures rest on the tool's default switching activity, not on a simulated workload.
