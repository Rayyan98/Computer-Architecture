--- config.mk ---
export PLATFORM = sky130hd
export DESIGN_NAME = ALU_64_behave
export DESIGN_NICKNAME = ALU_64_behave
export VERILOG_FILES = /design/flow/design.v
export SDC_FILE = /design/flow/constraint.sdc
export NUM_CORES = 4
export LEC_CHECK = 1
export CORE_UTILIZATION = 30
--- constraint.sdc ---
current_design ALU_64_behave

set clk_period 20.6
set clk_io_pct 0.2

create_clock -name clk0 -period $clk_period

set non_clock_inputs [all_inputs -no_clocks]
set_input_delay [expr $clk_period * $clk_io_pct] -clock clk0 $non_clock_inputs
set_output_delay [expr $clk_period * $clk_io_pct] -clock clk0 [all_outputs]
--- design.v ---
module ALU_64_behave
(
  input [63:0] a,b,
  input [3:0]Operation,
  output reg [63:0]Result,
  output reg Zero
);
always@(a,b,Operation)
begin
  if(Operation[1:0]==2'b00)
    begin
      Result = (Operation[3]?~a:a) & (Operation[2]?~b:b);
    end
  else if(Operation[1:0]==2'b01)
    begin
      Result = (Operation[3]?~a:a) | (Operation[2]?~b:b);
    end
  else if(Operation[1:0]==2'b10)
    begin
      Result = (Operation[3]?~a:a) + (Operation[2]?~b:b);
    end
  if(Result == 64'h0000_0000_0000_0000)
    begin
      Zero = 1;
    end
  else
    begin
      Zero = 0;
    end
end
endmodule
--- run.sh ---
#!/bin/bash
# OpenROAD 26Q1-2900-gdf79404cd8, Yosys 0.63+post, stock flow scripts
make -C /OpenROAD-flow-scripts/flow DESIGN_CONFIG=/design/flow/config.mk WORK_HOME=/design/flow/orfs finish
==> impl_metrics.json <==
{
  "die_w_um": 179,
  "fmax_mhz": 70.4,
  "rows": 64,
  "p_sw_mw": 0.277,
  "critPathLaunchType": "primary input",
  "overflow": 0,
  "seqPwrFrac_pct": 4.8,
  "final-setup-viol-count": 0,
  "ctsHoldBuffers": 0,
  "dp_slack_ns": 6.31,
  "warnings": 96,
  "critical_path_required_ns": 16.48,
  "top_cells_by_area": "ha_1, xor2_1, dlxtn_1",
  "yosys_area_mm2": 0.00935,
  "port_buffers": 197,
  "internal_power_mw": 0.204,
  "untimed_endpoints": 128,
  "cp_common_cell": "buf_4",
  "peakVddDrop_uv": 12.8,
  "relSlewSlack_pct": 53.1,
  "min_period_ns": 14.21,
  "gp_congestion": 0.963,
  "cp_top_family": "simple AND/OR/NAND/NOR gates",
  "final_cells": 1872,
  "ant_nets": 0,
  "ys_types": 74,
  "drc_errors": 0,
  "dr.pass1.iters": 8,
  "unclocked_regs": 64,
  "finalCritPeriodShare_pct": 69.0,
  "yosys_warnings": 1,
  "power_density_mw_per_mm2": 41.6,
  "initCoreUtil_pct": 30.5,
  "wirelength_um": 31800,
  "avgViaCountPerCell": 5.11,
  "slowest_stage": "buf_4",
  "dp_hpwl_um": 26300,
  "worst-path-max-fanout": 33,
  "worst_pin_slew_ns": 0.703,
  "grt_pass1_wl_um": 49000,
  "die-height_um": 179,
  "leakage_nw": 5.40,
  "dr.first_iter.drc_count": 580,
  "grt_max_degree": 64,
  "syn_area_mm2": 0.00935,
  "max_stage_delay_ns": 0.57,
  "crit_path_cell_trace": "buf_4 -> buf_4 -> xnor2_1 -> inv_1 -> ha_1 -> fa_1 -> a21oi_1 -> o21bai_1 -> xor2_1 -> a21o_1 -> nor4b_1 -> or4bb_1 -> or4_1 -> nor3_1 -> nand4_1 -> nor4_1 -> nand4b_1 -> nor4_2 -> clkdlybuf4s50_1",
  "first_global_vias": 9035,
  "worstPathArrival_ns": 10.09,
  "end_kind": "output port",
  "cap_violations": 0,
  "n_antenna_cell": 0,
  "outcome": "complete, no violations",
  "syn-instance-count": 1343,
  "netlist.area_leader.share_pct": 17.1,
  "top_area_cell": "ha_1",
  "grt_usage_pct": 19.8,
  "via_count": 9572,
  "largest_reg_flops": 64,
  "synth.avg_cell_area_um2": 6.96,
  "place_area_mm2": 0.0116,
  "antenna_found_initial": 0,
  "core_area_mm2": 0.0307,
  "cp_num_buf_inv": 4,
  "hold_path.startpoint": "Operation[1]",
  "dpl.cell_count": 1872,
  "edf_count": 0,
  "ys.flop_type": "dlxtn_1",
  "design_area_mm2": 0.0116,
  "dieArea_mm2": 0.0319,
  "hold_depth": 4,
  "fin_ws_ns": 6.39,
  "final-hold-violation-count": 0,
  "rsz0062_at_grt": "false",
  "hold_path.class": "in2out",
  "hold-path-endpoint": "Zero",
  "drive_gt1_share_pct": 2.17,
  "ys_cells": 1343,
  "power.total_mw": 0.481,
  "cts_resized": 0,
  "area_growth_pct": 23.6,
  "post_cts_buffers": 0,
  "ys.flops": 64,
  "post_drt_wl_per_cell_um": 17.0,
  "p_comb_share_pct": 95.2,
  "p_sw_share_pct": 57.6,
  "num_io_pins": 197,
  "clkPwrFrac_pct": 0,
  "crit_type": "in2out",
  "async_flop_share_pct": 0,
  "maxSlewViolCount": 0,
  "setup-tns-final_ns": 0
}
## kinds of logic after synthesis
group           after synthesis  synth area share [%]
compound gates              351                  24.3
xor+xnor                    170                  15.9
fa+ha+maj                   129                  17.3
buf+inv                     250                  10.4
latches                      64                  10.3
mux                          39                  4.20
simple gates                340                  17.5
## placed cells by master (no fill, tap or decap), types with 4 or more instances in the layout
cell,netlist,final
a21oi_2,4,4
or2_2,4,4
dlxtn_1,64,64
o221ai_1,5,5
nor2b_1,7,7
xor2_1,143,143
nand2b_1,6,6
a2111oi_0,6,6
mux2i_1,37,37
o21ai_1,5,5
o22ai_1,4,4
buf_4,1,11
clkdlybuf4s50_1,0,193
nand2_1,126,126
nor2_1,66,66
nor4_1,12,12
nand3_1,21,21
or4_1,6,6
o21bai_1,8,8
a21oi_1,80,80
o211ai_1,24,24
and3_1,5,5
o21ai_0,95,95
and2_1,7,6
nor3_1,29,29
xnor2_1,27,27
o31ai_1,4,4
o2111ai_1,5,5
a211oi_1,16,16
or3_1,7,7
a211o_1,6,6
o221a_2,4,4
nand4_1,27,27
o21a_1,6,6
a31oi_1,19,19
a21o_1,29,29
inv_1,178,178
ha_1,128,128
## cells in the mapped netlist, types with 5 or more instances
cell,n
and2_1,7
mux2i_1,37
o211ai_1,24
dlxtn_1,64
xor2_1,143
ha_1,128
clkbuf_1,42
a2111oi_0,6
a31oi_1,19
and3_1,5
or3_1,7
nor3_1,29
nor4_1,12
nand3_1,21
nand4_1,27
nand2b_1,6
nor2b_1,7
o21ai_0,95
inv_1,178
o21ai_1,5
or4_1,6
buf_2,13
o221ai_1,5
o21bai_1,8
o2111ai_1,5
nor2_1,66
xnor2_1,27
a21o_1,29
a211o_1,6
a21oi_1,80
nand2_1,126
o21a_1,6
a211oi_1,16
buf_1,10
## layout make-up
type,instances,area [µm²]
multi-input combinational,1029,7420
sequential,64,961
tap,396,495
timing repair buffer,204,2010
fill,3172,19100
inverter,179,672
## power by group through the flow
stage | combinational (mW) | clock, mW | sequential, mW
after global routing | 0.506 | 0 | 0.0237
after CTS | 0.455 | 0 | 0.0232
final | 0.458 | 0 | 0.0230
## metrics by stage
step / util [%] / hold WS, ns
6_report: 37.7 / 9.38
5_1_grt: 37.7 / 9.47
4_1_cts: 37.7 / 9.40
3_5_place_dp: 37.7 / 9.41
3_3_place_gp: 37.7 / 9.38
2_1_floorplan: - / 8.90
## layer usage
layer,vias up,wire length [µm],track usage [%]
li1,4888,-,-
met5,-,0,0
met4,0,816,4.63
met1,4363,14700,28.6
met2,287,14700,32.5
met3,34,1520,0.956
## how the worst max path moves through the flow
stage	start	end	depth (start not counted)
CTS	Operation[3]	Zero	19
global route	Operation[3]	Zero	19
finish	Operation[3]	Zero	19
Power is estimated from default activity; no workload was simulated.
